## flow/design.v

```verilog
 	module mode_watch	(			
							clk, 
							clk1sec,
							rst,
							sw_in,
							year,
							month,
							day,
							hour,
							min,
							sec,
							index,
							out,
							transfer_alarm,										
							rst_alarm,
							week,
							ring_alarm);
	input				 clk;
	input				 clk1sec;
	input				 rst;
	input		[3:0]	 sw_in;
	input		[13:0] year;
	input		[7:0]  month, day, hour, min, sec;
	input		[4:0]  index;
	input		[51:0] transfer_alarm;
	input		[2:0]  week;
	output	[7:0]  out;
	output	[7:0]  rst_alarm;
	output			 ring_alarm;
	reg		[7:0]	 kor_day, kor_hour, kor_min;
	reg		[2:0]	 calweek;
	reg		[51:0] current_time;
	reg		[7:0]  out;
	reg				 blink;
	reg				 rst_alarm;
	reg		[4:0]  max_date;
	reg				 h12or24;
	reg		[7:0]	 HmodeChar;
	reg				 ring_alarm;
	wire		[3:0]	 sw;
	wire		[4:0]  index;
	wire		[3:0]  tho_year, hun_year, ten_year , one_year, ten_month, one_month, ten_day, one_day;
	wire		[3:0]	 ten_hour, one_hour, ten_min, one_min, ten_sec, one_sec;
	wire		[13:0] year;
	wire		[7:0]  month, day, hour, min, sec;
	wire				 leap_year;
	assign leap_year = (((year % 4) == 0 && (year % 100) != 0) || (year % 400) == 0) ? 1'b1 : 1'b0;
	place_2value				KOR_second (
										.clk				(clk),
										.place_bcd		(sec),
										.rst				(rst),
										.ten				(ten_sec),
										.one				(one_sec));
	place_2value			 	KOR_minute (
										.clk				(clk),
										.place_bcd		(kor_min),
										.rst				(rst),
										.ten				(ten_min),
										.one				(one_min));									
	place_2value				KOR_hour (
										.clk				(clk),
										.place_bcd		(kor_hour),
										.rst				(rst),
										.ten				(ten_hour),
										.one				(one_hour));
	place_2value				KOR_day (
										.clk				(clk),
										.place_bcd		(kor_day),
										.rst				(rst),
										.ten				(ten_day),
										.one				(one_day));
	place_2value				KOR_month (
										.clk				(clk),
										.place_bcd		(month),
										.rst				(rst),
										.ten				(ten_month),
										.one				(one_month));
	place_3value				KOR_year (
										.clk				(clk),
										.place_bcd		(year),
										.rst				(rst),
										.tho				(tho_year),
										.hun				(hun_year),
										.ten				(ten_year),
										.one				(one_year));
	always @(posedge clk1sec) begin
		blink 	<= 1 - blink;
	end
	always @(*)
		case(month)
				8'd1, 8'd3, 8'd5, 8'd7, 8'd8, 8'd10, 8'd12 :	max_date	<= 8'd31;
				8'd2 													 : max_date	<= 8'd28 + leap_year;
				8'd4, 8'd6, 8'd9, 8'd11							 : max_date <=	8'd30;
				default 												 : max_date <= 0;
		endcase
	always @ ( posedge clk or negedge rst )begin
		if(!rst)begin
			out		<= 8'h00;
			rst_alarm<= 1'b0;
			h12or24	<= 1'b0;
		end
		else begin
			if(sw_in == 4'b0010 && transfer_alarm > 0 && current_time > transfer_alarm)
				rst_alarm <= 1'b1;
			else
				rst_alarm <= 1'b0;
			if(sw_in	==	4'b0001)
				h12or24	=	1 - h12or24;
			calweek  =  week;
			kor_day	=	day;
			kor_hour	=	hour;
			kor_min	=	min;
			if(kor_hour	>= 8'd24)begin
				kor_hour = hour - 8'd24;
				kor_day  = day + 8'd1;
				calweek  = week + 3'd1;
				if(calweek == 3'd7)
					calweek = 3'd0;
			end
			if(kor_min	>= 8'd60)begin
				kor_min = min - 8'd60;
				kor_hour= hour + 8'd1;
				if(kor_hour	>= 8'd24)begin
					kor_hour = hour - 8'd23;
					kor_day  = day + 8'd1;
					calweek  = week + 3'd1;
					if(calweek == 3'd7)
						calweek = 3'd0;
				end
			end
			if(kor_day > max_date)begin
				kor_day = 8'd1;
			end
			if(h12or24 == 1'b1)begin
				if(kor_hour > 8'd11)begin
					HmodeChar <= 8'h50;							 
					if(kor_hour > 8'd12)
						kor_hour = kor_hour - 8'd12;
				end
				else
					HmodeChar <= 8'h41;							 
			end														
			case (index)											
				00 : out <= 8'h30 + tho_year;					
				01 : out	<=	8'h30 + hun_year;					
				02 : out	<=	8'h30 + ten_year;					
				03 : out	<=	8'h30 + one_year;					
				04 : out	<=	8'h2E;								 
				05 : out	<=	8'h30 + ten_month;
				06 : out	<=	8'h30 + one_month;
				07 : out	<=	8'h2E;								 
				08 : out	<=	8'h30 + ten_day;
				09 : out	<=	8'h30 + one_day;
				10 : if(transfer_alarm > 0)
							out <= 8'h5B;							 
						else
							out <= 8'h20;
				11 : if(transfer_alarm > 0) 
							out <= 8'h41;							 
						else	
							out <= 8'h20;
				12 : if(transfer_alarm > 0) 
							out	<=	8'h5D;						 
						else	
							out <= 8'h20;
				13 : if(calweek == 3'd0)
							out <= 8'h53;							 
					  else if(calweek==3'd1) 
							out <= 8'h4D;							 
					  else if(calweek==3'd2) 
							out <= 8'h54;							 
					  else if(calweek==3'd3) 
							out <= 8'h57;							 
					  else if(calweek==3'd4) 
							out <= 8'h54;							 
					  else if(calweek==3'd5) 
							out <= 8'h46;							 
					  else if(calweek==3'd6)
							out <= 8'h53;							 
					  else 
							out <= 8'h20;
				14 : if(calweek == 3'd0)
							out <= 8'h55;							 
					  else if(calweek==3'd1) 
							out <= 8'h4F;							 
					  else if(calweek==3'd2) 
							out <= 8'h55;							 
					  else if(calweek==3'd3)
							out <= 8'h45;							 
					  else if(calweek==3'd4) 
							out <= 8'h48;							 
					  else if(calweek==3'd5) 
							out <= 8'h52;							 
					  else if(calweek==3'd6) 
							out <= 8'h41;							 
					  else 
							out <= 8'h20;
				15 : if(calweek == 3'd0) 
							out <= 8'h4E;							 
					  else if(calweek==3'd1) 
							out <= 8'h4E;							 
					  else if(calweek==3'd2) 
							out <= 8'h45;							 
					  else if(calweek==3'd3) 
							out <= 8'h44;							 
					  else if(calweek==3'd4) 
							out <= 8'h55;							 
					  else if(calweek==3'd5)
							out <= 8'h49;							 
					  else if(calweek==3'd6)
							out <= 8'h54;							 
					  else 
							out <= 8'h20;
				16 : 	if(h12or24) 
							out <= HmodeChar;
						else 
							out <= 8'h20;
				17 : 	if(h12or24)	
							out <= 8'h4D;							 
						else 	
							out <= 8'h20;
				18 : out <=	8'h20;
				19 : 	if(leap_year == 1'b1)					 
							out <= 8'h4C;							 
						else
							out <= 8'h20;
				20 : 	if(leap_year == 1'b1)					 
							out <= 8'h59;							 
						else
							out <= 8'h20;
				21 : out	<=	8'h20;
				22 : out	<=	8'h30 + ten_hour;
				23 : out	<=	8'h30 + one_hour;
				24 : out	<=	8'h3A;								 
				25 : out	<=	8'h30 + ten_min;
				26 : out	<=	8'h30 + one_min;
				27 : out	<=	8'h3A;								 
				28 : out	<=	8'h30 + ten_sec;
				29 : out	<=	8'h30 + one_sec;
				30 : out	<=	8'h20;
				31 : out	<=	8'h20;
			endcase
			ring_alarm	<= 1'b0;
			current_time	<=	{year,month,day,hour,min,sec};
			if(transfer_alarm > 0 && current_time >= transfer_alarm) begin
				ring_alarm	<= 1'b1;
				if (blink == 1) begin
					out 		<= 8'h20;
				end
			end
			else
				ring_alarm			<= 1'b0;
		end
	end
endmodule
module	place_2value	( 
								clk,
								place_bcd,
								rst,
								ten,
								one);
	input			[7:0]	place_bcd;
	input					clk, rst;
	output		[3:0] ten, one;
	wire			[7:0]	place_bcd;
	reg			[3:0] ten, one;
	integer 	i;
	always @ (posedge clk or negedge rst) begin
		if(!rst) begin
			ten	<= 4'd0;
			one	<= 4'd0;
		end
		else begin
			ten	= 4'd0;
			one	= 4'd0;
			for(i = 7; i >= 0; i = i - 1) begin
				if(ten >= 5)
					ten = ten + 3;
				if(one >= 5)
					one = one + 3;
				ten = ten << 1;
				ten[0] = one[3];
				one = one << 1;
				one[0] = place_bcd[i];
			end
			ten <= ten;
			one <= one;
		end
	end
endmodule				
module	place_3value	( 
								clk,
								place_bcd,
								rst,
								tho,
								hun,
								ten,
								one);
	input			[13:0] place_bcd;
	input					 clk,rst;
	output		[3:0]  tho, hun, ten, one;
	wire			[13:0] place_bcd;
	reg			[3:0]  tho, hun, ten, one;
	integer 	i;
	always @ (posedge clk or negedge rst) begin
		if(!rst) begin
			tho	<= 4'd0;
			hun	<= 4'd0;
			ten	<= 4'd0;
			one	<= 4'd0;
		end
		else begin
			tho	= 4'd0;
			hun	= 4'd0;
			ten	= 4'd0;
			one	= 4'd0;
			for(i = 13; i >= 0; i = i - 1) begin
				if(tho >= 5)
					tho = tho + 3;
				if(hun >= 5)
					hun = hun + 3;
				if(ten >= 5)
					ten = ten + 3;
				if(one >= 5)
					one = one + 3;
				tho = tho << 1;
				tho[0] = hun[3];
				hun = hun << 1;
				hun[0] = ten[3];
				ten = ten << 1;
				ten[0] = one[3];
				one = one << 1;
				one[0] = place_bcd[i];
			end
			tho <= tho;
			hun <= hun;
			ten <= ten;
			one <= one;
		end
	end
endmodule				
```

## flow/run.sh

```bash
#!/bin/bash
# OpenROAD 26Q1-2900-gdf79404cd8, Yosys 0.63+post, stock flow scripts
make -C /OpenROAD-flow-scripts/flow DESIGN_CONFIG=/design/flow/config.mk WORK_HOME=/design/flow/orfs finish
```

## flow/config.mk

```make
export PLATFORM = sky130hd
export DESIGN_NAME = mode_watch
export DESIGN_NICKNAME = mode_watch
export VERILOG_FILES = /design/flow/design.v
export SDC_FILE = /design/flow/constraint.sdc
export NUM_CORES = 4
export LEC_CHECK = 1
export CORE_UTILIZATION = 40
```

## flow/constraint.sdc

```tcl
current_design mode_watch

set clk_period 7.0
set clk_io_pct 0.2

create_clock -name clk0 -period $clk_period [get_ports {clk}]
create_clock -name clk1 -period $clk_period [get_ports {clk1sec}]

set non_clock_inputs [all_inputs -no_clocks]
set_input_delay [expr $clk_period * $clk_io_pct] -clock clk0 $non_clock_inputs
set_output_delay [expr $clk_period * $clk_io_pct] -clock clk0 [all_outputs]
```

==> ci_impl_report.md <==
## Implementation flow summary

| Metric | Value |
|---|---|
| Status | `finished, violations left` |
| Failing checks | `negative setup slack` |
| Most numerous logic cells after layout | `buf_4 (359), ha_1 (155), inv_1 (152), a21oi_1 (126), clkdlybuf4s50_1 (123)` |
| Worst slew margin | `between 40 and 50%` |
| Cell count after synthesis | `roughly 1900` |
| Reg2Reg Depth | `20` |
| Setup WS post-layout | `-2.07 ns` |
| Most numerous logic cell after layout | `buf_4` |
| Share of post-route cells with drive strength above 1 | `between 20 and 30%` |
| Pre-CTS WS | `-3.26 ns` |
| Synth Seq Share | `about a quarter` |
| Longest Clk Path Bufs | `2` |
| Main synth FF type | `edfxtp_1` |
| Startpoint Class | `primary input` |
| WHS | `~0.022 ns` |
| Number of global-route vias before repair | `about 15000` |
| Synth Cell Area | `between 15000 and 20000 um2` |
| Fillers | `approximately 3300` |
| Post-DR wirelength/cell | `~16 um` |
| Unrepaired setup endpoints after global routing | `yes` |
| First-pass GRT wire length | `74700 um` |
| 1st-pass router iterations | `5` |
| Post-route ant nets | `0` |
| DRC errors left | `0` |
| Area Growth Syn to Fin | `38.9%` |
| Core Area | `approximately 40000 um2` |
| Die Y | `about 200 um` |
| Worst Hold Path Cells | `1` |
| Avg Cell Area, Syn | `between 8 and 9 um2` |
| WP data arrival | `around 9.4 ns` |
| Design area | `approximately 22000 um2` |
| # IOs | `~140` |
| Via/cell ratio | `between 5 and 6` |
| Port bufs | `approximately 130` |
| Worst-margin pin slew | `a little over 0.8 ns` |
| Tool Warnings | `between 90 and 100` |
| Final Max Tran Viols | `0` |
| Post-DP HPWL | `35900 um` |
| MaxCap Viol Count | `0` |
| Ys cells | `1870` |
| Vias | `15400` |
| CP Launch Point | `year[12]` |
| Clock Pin Slew Worst Setup and Hold Paths | `roughly 0.060 ns` |
| Final tally of hold violations | `0` |
| CP most frequent cell | `ha_2` |
| CP Max Fanout | `4` |
| Final setup fails | `26` |
| Area figure in the yosys stat output | `16100 um2` |
| Critical R2R Capture | `KOR_minute.one[2]` |
| Setup Skew | `roughly 0.0076 ns` |
| CP max stage cell | `mux2_2` |
| Distinct cells, synth | `around 110` |
| DRT iter0 DRCs | `a little over 700` |
| CP Capture Type | `flip-flop` |
| CTS Buf Count | `17` |
| Worst Setup EP | `KOR_year.hun[1]` |
| Die area | `41000 um2` |
| Floorplan Utilization | `between 40 and 50%` |
| Placed cell areas | `between 20000 and 25000 um2` |
| Placer Congestion | `slightly above 0.9` |
| Flip-flops with a built-in enable | `77` |
| Grt ovf | `0` |
| Antenna violations before repair | `0` |
| H-tree lvl count | `4` |
| Die Wd | `203 um` |
| Largest net degree at the start of global routing | `around 70` |
| CTS tree | `built` |
| # rows | `about 73` |
| Detailed Route WL | `approximately 46000 um` |
| Root Driver | `clkbuf_16` |
| Crit path kind | `primary input to flip-flop` |
| Crit path DRT | `7.31 ns` |
| Ant diodes | `0` |
| Async SR Flop Fraction | `45.5%` |
| Syn. warnings | `3` |
| Hold Crit Class | `flip-flop to flip-flop` |
| CP max stage delay | `roughly 0.36 ns` |
| R2r setup slk | `about 1.9 ns` |
| Total track usage | `between 20 and 25%` |
| Reg-to-Reg Start | `kor_min[6]` |
| Seq cells post-synth | `between 100 and 150` |
-- sequential cells by signal, indices dropped and copies added (netlist names), 6 cells and up --
| signal | cells |
|---|---|
| current_time | 52 |
| kor_day | 8 |
| kor_hour | 8 |
| out | 7 |
| kor_min | 6 |
-- how the worst min path moves through the flow --
stage	slack, ns	endpoint	start
6_report	0.02	out[1]	blink
5_1_grt	0.04	out[1]	blink
4_1_cts	0.02	out[1]	blink
-- synth_stat cells (all sizes together), types with 7 or more instances --
library cell / instances / area share (%)
clkbuf: 32 / 0.75
mux2i: 79 / 4.9
dfrtp: 65 / 10
and2: 15 / 0.60
nor3: 48 / 1.5
o21a: 20 / 0.93
a22o: 8 / 0.44
nand3: 38 / 1.2
buf: 29 / 1.1
a21boi: 38 / 1.8
nand3b: 7 / 0.33
xor2: 21 / 1.1
o21ai: 94 / 2.9
nor4: 21 / 0.86
a21oi: 143 / 4.5
inv: 161 / 3.8
edfxtp: 77 / 14
o211ai: 14 / 0.80
nand4: 30 / 1.2
xnor2: 77 / 4.3
nand2: 109 / 2.6
a211oi: 20 / 1.1
nand2b: 65 / 2.5
a31oi: 14 / 0.64
a311oi: 7 / 0.38
a221oi: 11 / 0.64
ha: 201 / 16
o22ai: 15 / 0.58
mux2: 34 / 2.4
a21o: 26 / 1.2
or2: 12 / 0.48
a32oi: 10 / 0.59
a22oi: 10 / 0.47
a2111oi: 12 / 1.0
or3: 9 / 0.38
nor2b: 61 / 2.4
nor2: 116 / 2.8
o21bai: 9 / 0.42
and3: 10 / 0.39
or4: 7 / 0.33
o31ai: 8 / 0.37
-- layer usage --
layer | track usage [%] | share of wire [%]
met5 | 0 | 0
met4 | 3.52 | 1.6
met3 | 2.64 | 3.9
met2 | 39.3 | 48
met1 | 32.5 | 46
-- critical path: cells and delay by family --
kind / cells / cell delay, ns
compound gates: 11 / 1.89
fa+ha+maj: 9 / 1.73
xor+xnor: 7 / 1.24
mux: 4 / 1.11
buf+inv: 10 / 0.99
simple gates: 9 / 0.99
-- through the flow --
step                setup TNS (ns)  cells  util [%]
CTS                         -38.75   2850      54.9
detailed placement          -70.05   2775      51.7
floorplan                   -43.62   1880         -
finish                      -40.32   2875      56.2
global route                -53.50   2875      56.2
global placement            -66.50   2775      51.7
-- kinds of logic (layout without fill, tap and decap cells) --
family	count (synthesis)	count (layout)	share of synthesized area [%]
compound gates	520	520	22.7
xor+xnor	98	98	5.48
fa+ha+maj	203	203	15.8
buf+inv	227	697	5.70
flops	143	143	24.6
mux	113	113	7.32
other cells	1	11	0.0233
simple gates	565	565	18.4
-- repair_timing --
action / CTS / global route
buffers inserted: 43 / 28
endpoints found under the setup margin: 26 / 26
pin swaps: 54 / 64
endpoints found under the hold margin: 0 / 0
gates resized: 86 / 67
hold buffers: 0 / 0
-- layout make-up --
| type | count | area (um2) | share of cell area (%) |
|---|---|---|---|
| Inverter | 166 | 638 | 2.86 |
| Sequential cell | 143 | 3960 | 17.7 |
| Timing Repair Buffer | 499 | 4130 | 18.5 |
| Multi-Input combinational cell | 1510 | 12300 | 55.3 |
| Clock inverter | 14 | 165 | 0.739 |
| Clock buffer | 18 | 439 | 1.97 |
| Tap cell | 525 | 657 | 2.94 |
