File: flow/run.sh
#!/bin/bash
# OpenROAD 26Q1-2900-gdf79404cd8, Yosys 0.63+post, stock flow scripts
make -C /OpenROAD-flow-scripts/flow DESIGN_CONFIG=/design/flow/config.mk WORK_HOME=/design/flow/orfs finish
File: flow/config.mk
export PLATFORM = sky130hd
export DESIGN_NAME = mode_uart_tx_alarm
export DESIGN_NICKNAME = mode_uart_tx_alarm
export VERILOG_FILES = /design/flow/design.v
export SDC_FILE = /design/flow/constraint.sdc
export NUM_CORES = 4
export LEC_CHECK = 1
export CORE_UTILIZATION = 30
File: flow/constraint.sdc
current_design mode_uart_tx_alarm

set clk_period 15.7
set clk_io_pct 0.2

create_clock -name clk0 -period $clk_period [get_ports {clk}]
create_clock -name clk1 -period $clk_period [get_ports {clk1sec}]

set non_clock_inputs [all_inputs -no_clocks]
set_input_delay [expr $clk_period * $clk_io_pct] -clock clk0 $non_clock_inputs
set_output_delay [expr $clk_period * $clk_io_pct] -clock clk0 [all_outputs]
File: flow/design.v
module mode_uart_tx_alarm	(
						clk,
						clk1sec,
						rst,
						sw_in,
						year,
						month,
						day,
						hour,
						min,
						sec,
						index,
						out,
						transfer_alarm,
						rst_alarm);
	input				 clk, rst;
	input				 clk1sec;
	input		[3:0]  sw_in;
	input		[13:0] year;
	input		[7:0]	 month, day, hour, min, sec;
	input		[4:0]	 index;
	input				 rst_alarm;
	output	[7:0]	 out;
	output	[51:0] transfer_alarm;
	reg		[7:0]	 out;
	reg		[13:0] year_alarm;
	reg		[7:0]	 month_alarm, day_alarm, hour_alarm, min_alarm, sec_alarm;
	reg				 blink;
	reg		[2:0]  location;
	reg		[51:0] transfer_alarm;
	reg				 set_alarm;
	reg		[4:0]  max_date;
	reg		[7:0]	 kor_hour, kor_min, kor_day;
	wire				 leap_year;
	wire		[4:0]	 index;
	wire		[3:0]  tho_year, hun_year, ten_year, one_year, ten_month, one_month, ten_day, one_day;
	wire		[3:0]	 ten_hour, one_hour, ten_min, one_min, ten_sec, one_sec;
	assign leap_year = (((year_alarm % 4) == 0 && (year_alarm % 100) != 0) || (year_alarm % 400) == 0) ? 1'b1 : 1'b0;
	always @(posedge clk1sec) begin
		blink 	<= 1 - blink;
	end
	place_2value				KOR_second (
										.clk				(clk),
										.place_bcd		(sec_alarm),
										.rst				(rst),
										.ten				(ten_sec),
										.one				(one_sec));
	place_2value			 	KOR_minute (
										.clk				(clk),
										.place_bcd		(kor_min),
										.rst				(rst),
										.ten				(ten_min),
										.one				(one_min));									
	place_2value				KOR_hour (
										.clk				(clk),
										.place_bcd		(kor_hour),
										.rst				(rst),
										.ten				(ten_hour),
										.one				(one_hour));
	place_2value				KOR_day (
										.clk				(clk),
										.place_bcd		(kor_day),
										.rst				(rst),
										.ten				(ten_day),
										.one				(one_day));
	place_2value				KOR_month (
										.clk				(clk),
										.place_bcd		(month_alarm),
										.rst				(rst),
										.ten				(ten_month),
										.one				(one_month));
	place_3value				KOR_year (
										.clk				(clk),
										.place_bcd		(year_alarm),
										.rst				(rst),
										.tho				(tho_year),
										.hun				(hun_year),
										.ten				(ten_year),
										.one				(one_year));
	always @(posedge clk or negedge rst)begin
		if(!rst)begin
			out	 	<=	8'h00;
			location <=	3'd0;
		end
		else begin
			case(month_alarm)
				8'd1, 8'd3, 8'd5, 8'd7, 8'd8, 8'd10, 8'd12 :	max_date	<= 8'd31;
				8'd2 													 : max_date	<= 8'd28 + leap_year;
				8'd4, 8'd6, 8'd9, 8'd11							 : max_date <=	8'd30;
				default 												 : max_date <= 0;
			endcase
			kor_day	=	day_alarm;
			kor_hour	=	hour_alarm;
			kor_min	=	min_alarm;
			if(kor_hour	>= 8'd24) begin
				kor_hour = hour_alarm - 8'd24;
				kor_day  = day_alarm + 8'd1;
			end
			if(kor_min	>= 8'd60) begin
				kor_min  = min_alarm - 8'd60;
				kor_hour = hour_alarm + 8'd1;
				if(kor_hour	>= 8'd24) begin
					kor_hour = hour_alarm - 8'd23;
					kor_day  = day_alarm + 8'd1;
				end
			end
			if(kor_day > max_date) begin
				kor_day = 8'd1;
			end
			case (index)
				00 : out <= 8'h41;							 
				01 : out	<=	8'h4C;							 
				02 : out	<=	8'h41;							 
				03 : out	<=	8'h52;							 
				04 : out	<=	8'h4D;							 
				05 : 	if(blink && location == 3'd0)
							out	<=	8'h20;
						else	
							out	<=	8'h30 + tho_year;
				06 :	if(blink && location == 3'd0)
							out	<=	8'h20;
						else	
							out	<=	8'h30 + hun_year;
				07 :	if(blink && location == 3'd0)
							out	<=	8'h20;
						else	
							out	<=	8'h30 + ten_year;
				08 :	if(blink && location == 3'd0)	
							out	<=	8'h20;
						else
							out	<=	8'h30 + one_year;
				09 : out	<=	8'h59;							 
				10 :	if(blink && location == 3'd1)
							out	<=	8'h20;
						else
							out	<=	8'h30 + ten_month;
				11 :	if(blink && location == 3'd1)
							out	<=	8'h20;
						else	
							out	<=	8'h30 + one_month;
				12 : out	<=	8'h4D;							 
				13 :	if(blink && location == 3'd2)
							out	<=	8'h20;
						else	
							out	<=	8'h30 + ten_day;
				14 :	if(blink && location == 3'd2)
							out	<=	8'h20;
						else	
							out	<=	8'h30 + one_day;
				15 : out	<=	8'h44;							 
				16 : out <= 8'h53;							 
				17 : out	<=	8'h45;							 
				18 : out	<=	8'h54;							 
				19 : out	<=	8'h20;
				20 : out	<=	8'h20;
				21 :	if(blink && location == 3'd3)
							out	<=	8'h20;
						else
							out	<=	8'h30 + ten_hour;
				22 :	if(blink && location == 3'd3)
							out	<=	8'h20;
						else	
							out	<=	8'h30 + one_hour;
				23 : out	<=	8'h48;							 
				24 :	if(blink && location == 3'd4)
							out	<=	8'h20;
						else
							out	<=	8'h30 + ten_min;
				25 :	if(blink && location == 3'd4)
							out	<=	8'h20;
						else	
							out	<=	8'h30 + one_min;
				26 : out	<=	8'h4D;							 
				27 :	if(blink && location == 3'd5)
							out	<=	8'h20;
						else
							out	<=	8'h30 + ten_sec;
				28 :	if(blink && location == 3'd5)
							out	<=	8'h20;
						else	
							out	<=	8'h30 + one_sec;
				29 : out	<=	8'h53;							 
				30 : out	<=	8'h20;
				31 : 	if(blink && location == 3'd6)
							out	<=	8'h20;
						else
							out	<=	8'h7E;					 
			endcase
			if(transfer_alarm == 0)
				set_alarm <= 1'b0;
			if(sw_in == 4'b1000 && location < 3'd6) 					 
				location	<=	location + 1;
			else if(sw_in == 4'b0100 && location > 3'd0) 			 
				location	<=	location - 1;
			else if(sw_in == 4'b0010) begin 								 
				if(location == 3'd0 && year_alarm < 14'd9999)
					year_alarm 		<= year_alarm + 1;
				else if(location == 3'd1 && month_alarm < 8'd12)
					month_alarm		<= month_alarm + 1;
				else if(location == 3'd2 && day_alarm < max_date)
					day_alarm		<=	day_alarm + 1;
				else if(location == 3'd3 && hour_alarm < 8'd23)
					hour_alarm		<=	hour_alarm + 1;
				else if(location == 3'd4 && min_alarm < 8'd59)
					min_alarm		<=	min_alarm + 1;
				else if(location == 3'd5 && sec_alarm < 8'd59)
					sec_alarm		<=	sec_alarm + 1;
				else if(location == 3'd6) begin							 
					year_alarm	<=	12'd0;
					month_alarm	<=	8'd0;
					day_alarm	<=	8'd0;
					hour_alarm	<=	8'd0;
					min_alarm<=	8'd0;
					sec_alarm<=	8'd0;
				end
			end
			else if(sw_in == 4'b0001) begin								 
				if(location == 3'd0 && year_alarm > 1)
					year_alarm 	<= year_alarm - 1;
				else if(location == 3'd1 && month_alarm > 1)
					month_alarm	<= month_alarm - 1;
				else if(location == 3'd2 && day_alarm > 1)
					day_alarm		<=	day_alarm - 1;
				else if(location == 3'd3 && hour_alarm > 0)
					hour_alarm		<=	hour_alarm - 1;
				else if(location == 3'd4 && min_alarm > 0)
					min_alarm		<=	min_alarm - 1;
				else if(location == 3'd5 && sec_alarm > 0)
					sec_alarm		<=	sec_alarm - 1;
				else if(location == 3'd6) begin							 
					year_alarm	<=	year;
					month_alarm	<=	month;
					day_alarm	<=	day;
					hour_alarm	<=	hour;
					min_alarm	<=	min;
					sec_alarm	<=	sec;
				end
			end
			if(rst_alarm == 1'b1) begin	 
				year_alarm	<=	12'd0;
				month_alarm	<=	8'd0;
				day_alarm	<=	8'd0;
				hour_alarm	<=	8'd0;
				min_alarm	<=	8'd0;
				sec_alarm	<=	8'd0;
			end
			transfer_alarm		<=	{year_alarm, month_alarm, day_alarm, hour_alarm, min_alarm, sec_alarm};
		end
	end
endmodule
module	place_2value	( 
								clk,
								place_bcd,
								rst,
								ten,
								one);
	input			[7:0]	place_bcd;
	input					clk, rst;
	output		[3:0] ten, one;
	wire			[7:0]	place_bcd;
	reg			[3:0] ten, one;
	integer 	i;
	always @ (posedge clk or negedge rst) begin
		if(!rst) begin
			ten	<= 4'd0;
			one	<= 4'd0;
		end
		else begin
			ten	= 4'd0;
			one	= 4'd0;
			for(i = 7; i >= 0; i = i - 1) begin
				if(ten >= 5)
					ten = ten + 3;
				if(one >= 5)
					one = one + 3;
				ten = ten << 1;
				ten[0] = one[3];
				one = one << 1;
				one[0] = place_bcd[i];
			end
			ten <= ten;
			one <= one;
		end
	end
endmodule				
module	place_3value	( 
								clk,
								place_bcd,
								rst,
								tho,
								hun,
								ten,
								one);
	input			[13:0] place_bcd;
	input					 clk,rst;
	output		[3:0]  tho, hun, ten, one;
	wire			[13:0] place_bcd;
	reg			[3:0]  tho, hun, ten, one;
	integer 	i;
	always @ (posedge clk or negedge rst) begin
		if(!rst) begin
			tho	<= 4'd0;
			hun	<= 4'd0;
			ten	<= 4'd0;
			one	<= 4'd0;
		end
		else begin
			tho	= 4'd0;
			hun	= 4'd0;
			ten	= 4'd0;
			one	= 4'd0;
			for(i = 13; i >= 0; i = i - 1) begin
				if(tho >= 5)
					tho = tho + 3;
				if(hun >= 5)
					hun = hun + 3;
				if(ten >= 5)
					ten = ten + 3;
				if(one >= 5)
					one = one + 3;
				tho = tho << 1;
				tho[0] = hun[3];
				hun = hun << 1;
				hun[0] = ten[3];
				ten = ten << 1;
				ten[0] = one[3];
				one = one << 1;
				one[0] = place_bcd[i];
			end
			tho <= tho;
			hun <= hun;
			ten <= ten;
			one <= one;
		end
	end
endmodule				
==> job_summary.md <==
## Implementation flow summary

| Metric | Value |
|---|---|
| Status | complete, no violations |
| Overall Global Routing Usage | 16.62% |
| Reg clk slew, reported paths | 0.08 ns |
| Met2 WL post-DR | 23.31 mm |
| Synth Seq Share | 29.96% |
| Port Buf Inserts | 124 |
| DR vias | 16140 |
| CP Launch Type | flip-flop |
| Antenna Nets Post-Route | 0 |
| Worst reg2reg startpoint | year_alarm[11] |
| Iter 0 DRT Violations | 1028 |
| R2r worst-path depth | 57 |
| Pre-CTS WS | 4.349 ns |
| Average routed wire per standard cell | 16.53 um |
| Top sig layer | met5 |
| Slowest CP cell | edfxtp_1 |
| Hold Startpoint | kor_day[0] |
| Synth unique cells | 99 |
| Core Area | 61710 sq um |
| CTS H-Tree Depth | 4 |
| Syn Inst Count | 2143 |
| Routed wl met3 | 3.605 mm |
| Avg Inst Size Synth | 8.732 sq um |
| Vias in the first global route | 15150 |
| Hold path cells | 0 |
| Unrepaired setup endpoints after global routing | false |
| Clock Tree Buf Depth | 2 |
| PostCTS Resize Cnt | 0 |
| Max-slew headroom | 45.03% |
| CP required | 16.11 ns |
| Max Cap Viol | 0 |
| DP HPWL | 39.21 mm |
| Die H | 251.7 um |
| 1st-pass router iterations | 5 |
| Syn. warnings | 3 |
| Chip area | 63380 sq um |
| Max FO, Critical Path | 17 |
| # setup viols final | 0 |
| Diodes inserted | 0 |
| Setup_tns | 0 ns |
| Arr. time, crit path | 11.91 ns |
| Ys async rst share | 33.33% |
| EDFF count, synth | 131 |
| Worst Hold Class | flip-flop to flip-flop |
| Antenna violations before repair | 1 |
| Grt total ovfl | 0 |
| Worst Hold Endpoint | KOR_day.one[0] |
| Tool warnings | 112 |
| Root Driver | clkbuf_16 |
| Ys cells | 2143 |
| Worst-margin pin slew | 0.8170 ns |
| PnR worst setup slack | 4.199 ns |
| Total wire length | 51.03 mm |
| Commonest flop | edfxtp_1 |
| Post-CTS setup buffer count | 0 |
| First-pass GRT wire length | 81.71 mm |
| Crit path kind | flip-flop to flip-flop |
| Die Wd | 251.7 um |
| CTS Hold Bufs | 0 |
| Worst R2R End | KOR_year.hun[2] |
| Largest net degree at the start of global routing | 60 |
| Metal1 wirelength | 23.13 mm |
| Mapped Area | 18710 sq um |
| Final Skew | 0.01416 ns |
| DRC viols | 0 |
| Initial cell density of the core | 30.32% |
| # rows | 91 |
| Final hold violation count | 0 |
| Placer Congestion | 0.9494 |
| Yosys reg bits | 198 |
| Most frequent CP cell | ha_1 |
| Via density | 5.226 |
| Syn-to-layout area delta | 14.98% |
| Reg2reg setup slack | 4.20 ns |
| YS chip area | 18710 sq um |
| CTS tree | yes |
| Endpoint class of the critical path | flip-flop |
| Largest stage delay on the critical path | 0.75 ns |
| I/O pins | 127 |
| Number of buffers created by CTS | 17 |
| Count of pins over their slew limit | 0 |
| Share of layout cells above drive strength 1 | 6.886% |
[layer usage]
| metal | global-route usage, % | vias up |
|---|---|---|
| met3 | 3.801 | 64 |
| met1 | 23.85 | 7578 |
| li1 | - | 7999 |
| met2 | 26.38 | 496 |
| met4 | 2.735 | 2 |
| met5 | 0 | - |
[registers in the layout (all words and copies together), names as in the netlist, 7 cells and up]
signal	cells
min_alarm	8
transfer_alarm	52
kor_day	8
year_alarm	14
out	7
sec_alarm	8
month_alarm	8
day_alarm	8
kor_hour	8
hour_alarm	8
[logic make-up after synthesis]
kind of cell    count (synthesis)  synth area share [%]
xor+xnor                      159                 7.442
mux                           123                 6.854
simple gates                  679                 17.97
flops                         198                 29.96
other cells                     1               0.02004
buf+inv                       219                 4.654
fa+ha+maj                     179                 11.96
compound gates                585                 21.14
[Yosys cell counts (22+ instances only)]
library cell    n  area, sq um
xnor2_1       121         1060
a21oi_1       144        720.7
ha_1          178         2227
inv_1         130        488.0
nor3_1         63        315.3
o21ai_0       108        540.5
mux2_2         41        461.7
nand2b_1       55        344.1
o21a_1         22        165.2
edfxtp_1      131         3934
nor2_1        169        634.4
dfrtp_1        66         1652
mux2i_1        82        820.8
nand2_1       172        645.6
a21boi_0       43        322.8
o22ai_1        48        300.3
nand3_1        55        275.3
clkbuf_1       58        217.7
xor2_1         38        332.8
nor2b_1        40        250.2
[how the worst max path moves through the flow]
| stage | slack (ns) | endpoint | startpoint |
|---|---|---|---|
| after CTS | 4.27 | KOR_year.ten[2] | year_alarm[11] |
| after global routing | 2.91 | KOR_year.hun[2] | year_alarm[11] |
| final | 4.20 | KOR_year.hun[2] | year_alarm[11] |
[critical path: cells and delay by family (launching register included)]
family / cells / cell delay, ns
AND-OR/OR-AND: 12 / 2.57
buffers and inverters: 10 / 1.11
XOR/XNOR: 7 / 1.79
flip-flops: 1 / 0.75
adder cells (fa/ha/maj): 12 / 2.65
AND/OR/NAND/NOR: 14 / 1.91
multiplexers: 2 / 0.59
[metrics by stage]
| step | utilization [%] | instances | area (sq um) | hold WS [ns] |
|---|---|---|---|---|
| floorplan | - | 2146 | 18720 | 0.3306 |
| detailed placement | 33.89 | 3056 | 20920 | 0.3455 |
| global route | 34.86 | 3088 | 21520 | 0.3748 |
| finish | 34.86 | 3088 | 21520 | 0.3592 |
| global placement | 33.89 | 3056 | 20920 | 0.3451 |
| CTS | 34.86 | 3088 | 21520 | 0.3636 |
[final cells by class]
type	instances	area [sq um]
clock buffer	20	467.9
clock inverter	12	131.4
fill	6207	40200
inverter	138	518.0
multi-input combinational	1729	12280
sequential	198	5605
tap	837	1047
timing repair buffer	154	1468
[cell usage in the layout (no fill, tap or decap), types with 9 or more instances in the layout]
cell	instances
ha_1	178
nand2_1	172
nor2_1	169
a21oi_1	144
edfxtp_1	131
inv_1	130
clkdlybuf4s50_1	123
xnor2_1	121
o21ai_0	107
mux2i_1	82
dfrtp_1	66
nor3_1	63
nand3_1	55
nand2b_1	54
o22ai_1	48
a21boi_0	43
mux2_2	41
nor2b_1	40
xor2_1	38
buf_4	30
o21a_1	22
a211oi_1	20
a31oi_1	19
and2_1	19
clkbuf_16	18
a21o_1	17
and3_1	16
o31ai_1	15
o211ai_1	14
a22oi_1	14
nor4_1	14
or2_2	12
or3_1	11
nand4_1	10
o2111ai_1	9
