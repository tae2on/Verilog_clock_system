==> design.v <==
module	mode_watch_set ( 
								clk,
								clk1sec,
								rst,
								sw_in,
								year,
								month,
								day,
								hour,
								min,
								sec,
								transfer_time,
								en_time,
								index,
								out);
	input				 clk, rst;
	input				 clk1sec;
	input		[3:0]  sw_in;
	input		[13:0] year;
	input		[7:0]	 month, day, hour, min, sec;
	input		[4:0]	 index;
	output	[51:0] transfer_time;
	output			 en_time;
	output	[7:0]	 out;
	reg				 en_time;
	reg		[51:0] transfer_time;
	reg		[13:0] year_set;
	reg		[7:0]  month_set, day_set, hour_set, min_set, sec_set;
	reg		[7:0]	 out;
	reg				 blink;
	reg		[2:0]  location;
	reg		[4:0]	 max_date;
	reg		[7:0]  kor_hour, kor_min, kor_day;
	wire		[4:0]	 index;
	wire		[13:0] year;
	wire		[7:0]	 month, day, hour, min, sec;
	wire		[3:0]  tho_year, hun_year, ten_year , one_year, ten_month, one_month, ten_day, one_day;
	wire		[3:0]	 ten_hour, one_hour, ten_min, one_min, ten_sec, one_sec;
	wire				 leap_year;
	assign leap_year = (((year_set % 4) == 0 && (year_set % 100) != 0) || (year_set % 400) == 0) ? 1'b1 : 1'b0;
	always @(posedge clk1sec) begin
		blink 	<= 1 - blink;
	end
	place_2value				KOR_second (
										.clk				(clk),
										.place_bcd		(sec_set),
										.rst				(rst),
										.ten				(ten_sec),
										.one				(one_sec));
	place_2value			 	KOR_minute (
										.clk				(clk),
										.place_bcd		(kor_min),
										.rst				(rst),
										.ten				(ten_min),
										.one				(one_min));									
	place_2value				KOR_hour (
										.clk				(clk),
										.place_bcd		(kor_hour),
										.rst				(rst),
										.ten				(ten_hour),
										.one				(one_hour));
	place_2value				KOR_day (
										.clk				(clk),
										.place_bcd		(kor_day),
										.rst				(rst),
										.ten				(ten_day),
										.one				(one_day));
	place_2value				KOR_month (
										.clk				(clk),
										.place_bcd		(month_set),
										.rst				(rst),
										.ten				(ten_month),
										.one				(one_month));
	place_3value				KOR_year (
										.clk				(clk),
										.place_bcd		(year_set),
										.rst				(rst),
										.tho				(tho_year),
										.hun				(hun_year),
										.ten				(ten_year),
										.one				(one_year));
	always @ ( posedge clk or negedge rst )begin
		if(!rst)begin
			out	 	<=	8'h00;
			location <=	3'd0;
		end
		else begin
			case(month_set)
				8'd1, 8'd3, 8'd5, 8'd7, 8'd8, 8'd10, 8'd12 :	
						max_date	<= 8'd31;
				8'd2 :	
						max_date	<= 8'd28 + leap_year;
				8'd4, 8'd6, 8'd9, 8'd11	:
						max_date <=	8'd30;
				default : 
						max_date <= 0;
			endcase
			kor_day	=	day_set;
			kor_hour	=	hour_set;
			kor_min	=	min_set;
			if(kor_hour	>= 8'd24)begin
				kor_hour= hour_set - 8'd24;
				kor_day = day_set + 8'd1;
			end
			if(kor_min	>= 8'd60)begin
				kor_min = min_set - 8'd60;
				kor_hour= hour_set + 8'd1;
				if(kor_hour	>= 8'd24)begin
					kor_hour= hour_set - 8'd23;
					kor_day = day_set + 8'd1;
				end
			end
			if(kor_day > max_date)begin
				kor_day = 8'd1;
			end
			case (index)
				00 : out <= 8'h53;								 
				01 : out	<=	8'h45;								 
				02 : out	<=	8'h54;								 
				03 : out	<=	8'h20;
				04 : out	<=	8'h20; 		
				05 : 	if(blink && location == 3'd0)
							out	<=	8'h20;
						else	
							out	<=	8'h30 + tho_year;
				06 :	if(blink && location == 3'd0)
							out	<=	8'h20;
						else	
							out	<=	8'h30 + hun_year;
				07 :	if(blink && location == 3'd0)
							out	<=	8'h20;
						else	
							out	<=	8'h30 + ten_year;
				08 :	if(blink && location == 3'd0)
							out	<=	8'h20;
						else	
							out	<=	8'h30 + one_year;
				09 : out	<=	8'h59;								 
				10 :	if(blink && location == 3'd1)
							out	<=	8'h20;
						else	
							out	<=	8'h30 + ten_month;
				11 :	if(blink && location == 3'd1)
							out	<=	8'h20;
						else	
							out	<=	8'h30 + one_month;
				12 : out	<=	8'h4D;								 
				13 :	if(blink && location == 3'd2)
							out	<=	8'h20;
						else	
							out	<=	8'h30 + ten_day;
				14 :	if(blink && location == 3'd2)
							out	<=	8'h20;
						else	
							out	<=	8'h30 + one_day;
				15 : out	<=	8'h44;								 
				16 : out	<=	8'h54;								 
				17 : out	<=	8'h49;								 
				18 : out	<=	8'h4D;								 
				19 : out	<=	8'h45;								 
				20 : out	<=	8'h20;
				21 :	if(blink && location == 3'd3)
							out	<=	8'h20;
						else
							out	<=	8'h30 + ten_hour;
				22 :	if(blink && location == 3'd3)
							out	<=	8'h20;
						else
							out	<=	8'h30 + one_hour;
				23 : out	<=	8'h48;								 
				24 :	if(blink && location == 3'd4)
							out	<=	8'h20;
						else	
							out	<=	8'h30 + ten_min;
				25 :	if(blink && location == 3'd4)
							out	<=	8'h20;
						else
							out	<=	8'h30 + one_min;
				26 : out	<=	8'h4D;								 
				27 :	if(blink && location == 3'd5)
							out	<=	8'h20;
						else
							out	<=	8'h30 + ten_sec;
				28 :	if(blink && location == 3'd5)
							out	<=	8'h20;
						else
							out	<=	8'h30 + one_sec;
				29 : out	<=	8'h53;								 
				30 : out	<=	8'h20;
				31 : 	if(blink && location == 3'd6)
							out	<=	8'h20;
						else	
							out	<=	8'h7E;						 
			endcase
			en_time		<= 1'b0;
			if(sw_in == 4'b1000 && location < 3'd6)
				location	<=	location + 1;
			else if(sw_in == 4'b0100 && location > 3'd0)
				location	<=	location - 1;
			else if(sw_in == 4'b0010)begin
				if(location == 3'd0 && year_set < 14'd9999)
					year_set 	<= year_set + 1;
				else if(location == 3'd1 && month_set < 8'd12)
					month_set	<= month_set + 1;
				else if(location == 3'd2 && day_set < max_date)
					day_set		<=	day_set + 1;
				else if(location == 3'd3 && hour_set < 8'd23)
					hour_set		<=	hour_set + 1;
				else if(location == 3'd4 && min_set < 8'd59)
					min_set		<=	min_set + 1;
				else if(location == 3'd5 && hour_set < 8'd59)		 
					sec_set		<=	sec_set + 1;
				else if(location == 3'd6)begin
					en_time		<= 1'b1;
				end
			end
			else if(sw_in == 4'b0001)begin
				if(location == 3'd0 && year_set > 1)
					year_set 	<= year_set - 1;
				else if(location == 3'd1 && month_set > 1)
					month_set	<= month_set - 1;
				else if(location == 3'd2 && day_set > 1)
					day_set		<=	day_set - 1;
				else if(location == 3'd3 && hour_set > 0)
					hour_set		<=	hour_set - 1;
				else if(location == 3'd4 && min_set > 0)
					min_set		<=	min_set - 1;
				else if(location == 3'd5 && sec_set > 0)
					sec_set		<=	sec_set - 1;
				else if(location == 3'd6)begin
					year_set		<= year;
					month_set	<=	month;
					day_set		<=	day;
					hour_set		<=	hour;
					min_set		<=	min;
					sec_set		<=	sec;
				end
			end
			transfer_time		<=	{year_set, month_set, day_set, hour_set, min_set, sec_set};
		end
	end
endmodule
module	place_2value	( 
								clk,
								place_bcd,
								rst,
								ten,
								one);
	input			[7:0]	place_bcd;
	input					clk, rst;
	output		[3:0] ten, one;
	wire			[7:0]	place_bcd;
	reg			[3:0] ten, one;
	integer 	i;
	always @ (posedge clk or negedge rst) begin
		if(!rst) begin
			ten	<= 4'd0;
			one	<= 4'd0;
		end
		else begin
			ten	= 4'd0;
			one	= 4'd0;
			for(i = 7; i >= 0; i = i - 1) begin
				if(ten >= 5)
					ten = ten + 3;
				if(one >= 5)
					one = one + 3;
				ten = ten << 1;
				ten[0] = one[3];
				one = one << 1;
				one[0] = place_bcd[i];
			end
			ten <= ten;
			one <= one;
		end
	end
endmodule				
module	place_3value	( 
								clk,
								place_bcd,
								rst,
								tho,
								hun,
								ten,
								one);
	input			[13:0] place_bcd;
	input					 clk,rst;
	output		[3:0]  tho, hun, ten, one;
	wire			[13:0] place_bcd;
	reg			[3:0]  tho, hun, ten, one;
	integer 	i;
	always @ (posedge clk or negedge rst) begin
		if(!rst) begin
			tho	<= 4'd0;
			hun	<= 4'd0;
			ten	<= 4'd0;
			one	<= 4'd0;
		end
		else begin
			tho	= 4'd0;
			hun	= 4'd0;
			ten	= 4'd0;
			one	= 4'd0;
			for(i = 13; i >= 0; i = i - 1) begin
				if(tho >= 5)
					tho = tho + 3;
				if(hun >= 5)
					hun = hun + 3;
				if(ten >= 5)
					ten = ten + 3;
				if(one >= 5)
					one = one + 3;
				tho = tho << 1;
				tho[0] = hun[3];
				hun = hun << 1;
				hun[0] = ten[3];
				ten = ten << 1;
				ten[0] = one[3];
				one = one << 1;
				one[0] = place_bcd[i];
			end
			tho <= tho;
			hun <= hun;
			ten <= ten;
			one <= one;
		end
	end
endmodule				
==> run.sh <==
#!/bin/bash
# OpenROAD 26Q1-2900-gdf79404cd8, Yosys 0.63+post, stock flow scripts
make -C /OpenROAD-flow-scripts/flow DESIGN_CONFIG=/design/flow/config.mk WORK_HOME=/design/flow/orfs finish
==> config.mk <==
export PLATFORM = sky130hd
export DESIGN_NAME = mode_watch_set
export DESIGN_NICKNAME = mode_watch_set
export VERILOG_FILES = /design/flow/design.v
export SDC_FILE = /design/flow/constraint.sdc
export NUM_CORES = 4
export LEC_CHECK = 1
export CORE_UTILIZATION = 50
==> constraint.sdc <==
current_design mode_watch_set

set clk_period 11.6
set clk_io_pct 0.2

create_clock -name clk0 -period $clk_period [get_ports {clk}]
create_clock -name clk1 -period $clk_period [get_ports {clk1sec}]

set non_clock_inputs [all_inputs -no_clocks]
set_input_delay [expr $clk_period * $clk_io_pct] -clock clk0 $non_clock_inputs
set_output_delay [expr $clk_period * $clk_io_pct] -clock clk0 [all_outputs]
==> Changelog: implementation <==
### Physical design

* Asr flop ratio synth at 0.332
* Final instance area at around 21,000 sq um
* Crit path DRT at 11,940 ps
* Critical path's slowest cell: edfxtp_1
* Launch point of the worst reg-to-reg path: year_set[11]
* Total congestion overflow at 0
* Slew of the pin with the lowest slew margin at 901 ps
* Largest net degree at the start of global routing at 113
* Dpl cell area at 20,300 sq um
* Hold WC Path Type: flip-flop to flip-flop
* Cell taking the most area after synthesis: edfxtp_1
* DRC viols at 0
* Synth flops at approximately 200
* Vias per cell at ~6
* CP endpoint kind: flip-flop
* Initial drt markers at 1,015
* CP most frequent cell: ha_1
* Final Skew at 11.1 ps
* Setup_tns at 0 ps
* Vias in the first global route at between 15,000 and 20,000
* Layout cells sized above 1 at 0.0657
* Root buf cell: clkbuf_16
* Chip Area at 38,000 sq um
* Max stage delay on crit path at 530 ps
* Power per standard cell area at 244 nW/um^2
* Sequential area share after synthesis at 0.303
* Total Power at 5.11 mW
* Netlist cell types at 110
* HPWL Detailed at around 38 mm
* Initial antenna violation count at 0
* Tool warnings at 115
* Drt first pass iters at 6
* Final standard cell utilization of the core at 0.573
* Worst reg2reg endpoint: KOR_year.ten[2]
* Slew Viols, Final at 0
* Initial Util at 0.508
* Crit Path Category: flip-flop to flip-flop
* MaxCap Viol Count at 0
* Gr usage total at 0.278
* Antenna Nets Post-Route at 0
* Num CTS Buffers at 17
* Hold path start: blink
* Worst-path clk slew at 80 ps
* Pleak at approximately 8.5 nW
* CTS tree: done
* Status: complete, no violations
* Setup Viol. Count Final at 0
* Area of the core at 36,600 sq um
* Top cells by area: edfxtp_1 (21%), ha_1 (12%), dfrtp_1 (8.9%)
* CP max FO at 10
* Wire per inst at 18.5 microns
* H-tree level count at 4
* First-pass GRT wire length at 81.1 mm
* Worst Path Arrival at 10,810 ps
* Drt total wl at 50.5 mm
* YS warnings at 3
* GPL Wtd Cong at 0.927
* Dominant flop cell: edfxtp_1
* Fin. Hold Viols at 0
* Most common cell after layout, fill and taps aside: nand2_1
* Row cnt at 70
* Buffers on Ports at 124
* VDD IR-drop max at approximately 0.42 mV
* Post-Syn Instances at around 2,200
* CTS Buffer Depth at 2
* Crit path launch type: flip-flop
* Hold EP: out[0]
* Yosys cell count at 2,160
* Cell Area, Synth at 18,600 sq um
* Flop-to-flop setup slack at 1130 ps
* Antenna Cells at 0
* I/O pins at 127
* Hold path depth at 3
* YS chip area at 18,600 sq um
* Cells on worst reg2reg path at 53
* Yosys top cell area share at 0.213
* Vias at 16,400
* Slew headroom at 0.394
* Synthesized area per cell at 8.61 sq um
* Dominant logic cell types in the final layout: nand2_1 (201), ha_1 (180), nor2_1 (160), a21oi_1 (150), edfxtp_1 (132)
* Area growth syn-to-layout at 12.8%
* Chip width at 195 microns
* Post-synth EDFFs at 132
* Die height at 195 microns
* CTS Hold Bufs at 0
==> cell type report <==
cell class                      instances  area, sq um
Timing Repair Buffer                  158         1510
Fill cell                            3230        15600
Inverter                              127          477
Multi-Input combinational cell       1752        12200
Clock buffer                           18          429
Tap cell                              468          586
Clock inverter                         14          141
Sequential cell                       199         5640
==> layer usage <==
metal  routed length (microns)  vias up  global-route usage
met5                         0        -                   0
met4                       666        0              0.0280
met3                      2610       49              0.0419
met2                     24400      419               0.461
met1                     22900     7798               0.411
li1                          -     8172                   -
==> cell usage after synthesis, types with 10 or more instances <==
cell      instances
nand4_1          21
mux2i_1          76
and2_1           22
nor2b_1          36
ha_1            180
dfrtp_1          66
nand2b_1         50
mux2_2           30
a21boi_0         31
or3_1            12
a311oi_1         10
a221oi_1         10
nor4_1           17
edfxtp_1        132
o22ai_1          53
a31oi_1          23
o211ai_1         22
o21ai_0         106
nor3b_1          15
nand2_1         201
a21o_1           22
xnor2_1          89
nor2_1          160
clkbuf_1         61
xor2_1           20
a21oi_1         150
a22oi_1          18
and3_1           18
o21a_1           18
nor3_1           87
a211oi_1         20
nand3_1          63
inv_1           120
==> registers in the layout, indices dropped and copies added (netlist names), 6 cells and up <==
signal         cells
kor_min            6
transfer_time     52
day_set            8
hour_set           8
min_set            8
kor_hour           8
kor_day            8
year_set          14
month_set          8
out                7
sec_set            8
==> report_power, final <==
group	internal, mW	switching, mW
sequential	0.932	0.0576
combinational	1.59	1.95
clock	0.285	0.300
==> critical path, delay by kind of cell, from the launching register on <==
| kind | cells | cell delay (ps) |
|---|---|---|
| AND/OR/NAND/NOR | 13 | 1710 |
| adder cells (fa/ha/maj) | 13 | 2830 |
| XOR/XNOR | 9 | 2240 |
| buffers and inverters | 7 | 650 |
| flip-flops | 1 | 530 |
| AND-OR/OR-AND | 9 | 1770 |
| multiplexers | 2 | 630 |
==> worst max path at each step <==
stage	start	end	cells after the start
global route	year_set[11]	KOR_year.ten[2]	50
CTS	year_set[12]	KOR_year.ten[2]	53
finish	year_set[11]	KOR_year.ten[2]	53
==> kinds of logic (layout without fill, tap and decap cells) <==
| logic type | count (synthesis) | in the layout | synth area share |
|---|---|---|---|
| and+or+nand+nor | 746 | 746 | 0.201 |
| AOI/OAI and AO/OA | 602 | 602 | 0.216 |
| buffers and inverters | 212 | 317 | 0.0447 |
| DFF | 199 | 199 | 0.303 |
| adders and majority gates | 182 | 182 | 0.122 |
| xor gates and xnor gates | 109 | 109 | 0.0513 |
| muxes | 109 | 109 | 0.0615 |
| other | 1 | 4 | 0.000202 |
==> per-stage QoR <==
step	instances	setup WS, ps	hold slack [ps]
2_1_floorplan	2163	1610	331
3_3_place_gp	2697	1060	341
3_5_place_dp	2697	537	347
4_1_cts	2729	483	304
5_1_grt	2736	-35.5	376
6_report	2736	1130	325
==> timing repair <==
item,in CTS,in global routing
resized,0,9
setup buffers,0,7
endpoints found under the setup margin,0,12
Power and IR drop assume default switching activity.
